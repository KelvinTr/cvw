`design/flow/config.mk`:
```
export PLATFORM = sky130hd
export DESIGN_NAME = clmul
export DESIGN_NICKNAME = clmul
export VERILOG_FILES = /design/flow/design.v
export SDC_FILE = /design/flow/constraint.sdc
export NUM_CORES = 4
export LEC_CHECK = 1
export CORE_UTILIZATION = 30
```
`design/flow/constraint.sdc`:
```
current_design clmul

set clk_period 3.3
set clk_io_pct 0.2

create_clock -name clk0 -period $clk_period

set non_clock_inputs [all_inputs -no_clocks]
set_input_delay [expr $clk_period * $clk_io_pct] -clock clk0 $non_clock_inputs
set_output_delay [expr $clk_period * $clk_io_pct] -clock clk0 [all_outputs]
```
`design/flow/design.v`:
```
package cvw;
typedef struct packed {
  int           XLEN;      
  logic         IEEE754;   
  int           MISA;      
  int           AHBW;      
  int           RAM_LATENCY;  
  logic         BURST_EN;  
  logic         ZICSR_SUPPORTED;
  logic         ZIFENCEI_SUPPORTED;
  logic [11:0]  COUNTERS;
  logic         ZICNTR_SUPPORTED;
  logic         ZIHPM_SUPPORTED;
  logic         ZFH_SUPPORTED;
  logic         ZFA_SUPPORTED;
  logic         SSTC_SUPPORTED;
  logic         VIRTMEM_SUPPORTED;
  logic         VECTORED_INTERRUPTS_SUPPORTED;
  logic         BIGENDIAN_SUPPORTED;
  logic         SVADU_SUPPORTED;
  logic         ZMMUL_SUPPORTED;
  logic         ZICBOM_SUPPORTED;
  logic         ZICBOZ_SUPPORTED;
  logic         ZICBOP_SUPPORTED;
  logic         ZICCLSM_SUPPORTED;
  logic         ZICOND_SUPPORTED;
  logic         SVPBMT_SUPPORTED;
  logic         SVNAPOT_SUPPORTED;
  logic         SVINVAL_SUPPORTED;
  logic         ZAAMO_SUPPORTED;
  logic         ZALRSC_SUPPORTED;
  logic         BUS_SUPPORTED;
  logic         DCACHE_SUPPORTED;
  logic         ICACHE_SUPPORTED;
  int           ITLB_ENTRIES;
  int           DTLB_ENTRIES;
  int           DCACHE_NUMWAYS;
  int           DCACHE_WAYSIZEINBYTES;
  int           DCACHE_LINELENINBITS;
  int           ICACHE_NUMWAYS;
  int           ICACHE_WAYSIZEINBYTES;
  int           ICACHE_LINELENINBITS;
  int           CACHE_SRAMLEN;
  int           IDIV_BITSPERCYCLE;
  logic         IDIV_ON_FPU;
  int           PMP_ENTRIES;
  logic [63:0]  RESET_VECTOR;
  int           WFI_TIMEOUT_BIT;
  logic         DTIM_SUPPORTED;
  logic [63:0]  DTIM_BASE;
  logic [63:0]  DTIM_RANGE;
  logic         IROM_SUPPORTED;
  logic [63:0]  IROM_BASE;
  logic [63:0]  IROM_RANGE;
  logic         BOOTROM_SUPPORTED;
  logic [63:0]  BOOTROM_BASE;
  logic [63:0]  BOOTROM_RANGE;
  logic         BOOTROM_PRELOAD;
  logic         UNCORE_RAM_SUPPORTED;
  logic [63:0]  UNCORE_RAM_BASE;
  logic [63:0]  UNCORE_RAM_RANGE;
  logic         UNCORE_RAM_PRELOAD;
  logic         EXT_MEM_SUPPORTED;
  logic [63:0]  EXT_MEM_BASE;
  logic [63:0]  EXT_MEM_RANGE;
  logic         CLINT_SUPPORTED;
  logic [63:0]  CLINT_BASE;
  logic [63:0]  CLINT_RANGE;
  logic         GPIO_SUPPORTED;
  logic [63:0]  GPIO_BASE;
  logic [63:0]  GPIO_RANGE;
  logic         UART_SUPPORTED;
  logic [63:0]  UART_BASE;
  logic [63:0]  UART_RANGE;
  logic         PLIC_SUPPORTED;
  logic [63:0]  PLIC_BASE;
  logic [63:0]  PLIC_RANGE;
  logic         SDC_SUPPORTED;
  logic [63:0]  SDC_BASE;
  logic [63:0]  SDC_RANGE;
  logic         SPI_SUPPORTED;
  logic [63:0]  SPI_BASE;
  logic [63:0]  SPI_RANGE;
  logic         GPIO_LOOPBACK_TEST;
  logic         SPI_LOOPBACK_TEST;
  int           UART_PRESCALE ;
  int           PLIC_NUM_SRC;
  logic         PLIC_NUM_SRC_LT_32;
  int           PLIC_GPIO_ID;
  int           PLIC_UART_ID;
  int           PLIC_SPI_ID;
  int           PLIC_SDC_ID;
  logic                BPRED_SUPPORTED;
  logic [31:0]         BPRED_TYPE;
  int                  BPRED_NUM_LHR;
  int                  BPRED_SIZE;
  int                  BTB_SIZE;
  int                  RAS_SIZE;
  logic                INSTR_CLASS_PRED;  
  int           RADIX;
  int           DIVCOPIES;
  logic         ZBA_SUPPORTED;
  logic         ZBB_SUPPORTED;
  logic         ZBC_SUPPORTED;
  logic         ZBS_SUPPORTED;
  logic         ZCA_SUPPORTED;
  logic         ZCB_SUPPORTED;
  logic         ZCD_SUPPORTED;
  logic         ZCF_SUPPORTED;
  logic         ZBKB_SUPPORTED;
  logic         ZBKC_SUPPORTED;
  logic         ZBKX_SUPPORTED;
  logic         ZKND_SUPPORTED;
  logic         ZKNE_SUPPORTED;
  logic         ZKNH_SUPPORTED;
  logic         ZKN_SUPPORTED;
  logic         USE_SRAM;
  logic [1:0] M_MODE ;
  logic [1:0] S_MODE ;
  logic [1:0] U_MODE ;
  int VPN_SEGMENT_BITS;
  int VPN_BITS;
  int PPN_BITS;
  int PA_BITS;
  int SVMODE_BITS;
  int ASID_BASE;
  int ASID_BITS;
  logic [3:0] NO_TRANSLATE;
  logic [3:0] SV32; 
  logic [3:0] SV39;
  logic [3:0] SV48;
  logic A_SUPPORTED;
  logic B_SUPPORTED;
  logic C_SUPPORTED;
  logic D_SUPPORTED;
  logic E_SUPPORTED;
  logic F_SUPPORTED;
  logic I_SUPPORTED;
  logic M_SUPPORTED;
  logic Q_SUPPORTED;
  logic S_SUPPORTED;
  logic U_SUPPORTED;
  int LOG_XLEN;
  int PMPCFG_ENTRIES;
  int         Q_LEN;
  int         Q_NE;
  int         Q_NF;
  int         Q_BIAS;
  logic [1:0] Q_FMT;
  int         D_LEN;
  int         D_NE;
  int         D_NF;
  int         D_BIAS;
  logic [1:0] D_FMT;
  int         S_LEN;
  int         S_NE;
  int         S_NF;
  int         S_BIAS;
  logic [1:0] S_FMT;
  int         H_LEN;
  int         H_NE;
  int         H_NF;
  int         H_BIAS;
  logic [1:0] H_FMT;
  int         FLEN;
  int         LOGFLEN;
  int         NE  ;
  int         NF  ;
  logic [1:0] FMT ;
  int         BIAS;
  int         FPSIZES;
  int         FMTBITS;
  int         LEN1 ;
  int         NE1  ;
  int         NF1  ;
  logic [1:0] FMT1 ;
  int         BIAS1;
  int         LEN2 ;
  int         NE2  ;
  int         NF2  ;
  logic [1:0] FMT2 ;
  int         BIAS2;
  int CVTLEN;
  int LLEN;
  int LOGCVTLEN;
  int NORMSHIFTSZ;
  int LOGNORMSHIFTSZ;
  int FMALEN;
  int LOGR       ;
  int RK         ;
  int FPDUR      ;
  int DURLEN     ;
  int DIVb       ;
  int DIVBLEN    ;
  int INTDIVb    ;
} cvw_t;
endpackage
module clmul #(parameter WIDTH=32) (
  input  logic [WIDTH-1:0] X, Y,              
  output logic [WIDTH-1:0] ClmulResult);      
  logic [(WIDTH*WIDTH)-1:0] S;                
  integer i,j;
  always_comb begin
    for (i=0;i<WIDTH;i++) begin: outer
      S[WIDTH*i] = X[0] & Y[i];
      for (j=1;j<=i;j++) begin: inner
        S[WIDTH*i+j] = (X[j] & Y[i-j]) ^ S[WIDTH*i+j-1];
      end
      ClmulResult[i] = S[WIDTH*i+j-1];
    end
  end
endmodule
```
`design/flow/run.sh`:
```
#!/bin/bash
# OpenROAD 26Q1-2900-gdf79404cd8, Yosys 0.63+post, stock flow scripts
make -C /OpenROAD-flow-scripts/flow DESIGN_CONFIG=/design/flow/config.mk WORK_HOME=/design/flow/orfs finish
```
==> results.py <==
# Synthesis and PnR figures
metrics = {
    "final_layout": {
        "utilization_pct": 50.3,
        "regArea_sq_um": 0,
        "n_fill_cell": 1967,
        "drive_gt1_share_pct": 24.7,
        "area_growth_pct": 63.1,
        "flop-count": 0,
        "logic_area_sq_um": 6560,
        "clock_buffers": 0,
    },
    "timing": {
        "relSlewSlack_pct": 73.7,
        "report.final.hold_viol_count": 0,
        "drv_slew": 0,
        "max_freq_ghz": 0.299,
        "setup_violations": 1,
        "hold_ws_ns": 2.18,
        "setup_ws_ns": -0.0435,
        "min_period_ns": 3.34,
        "rsz0062_at_grt": "true",
        "worst_pin_slew_ns": 0.395,
        "finalCritPeriodShare_pct": 101,
    },
    "critical_path": {
        "cpMostUsedCell": "xnor2_1",
        "start_kind": "primary input",
        "required_ns": 2.64,
        "worst-path-buf-inv": 4,
        "crit_fanout": 8,
        "crit_family": "buffers and inverters",
        "crit_slowest_cell": "clkdlybuf4s50_1",
        "arrival_ns": 2.68,
        "path_cells": "clkdlybuf4s15_2 > buf_6 > nand2_1 > xnor2_2 > xnor2_2 > xnor2_1 > xnor2_1 > xnor2_1 > buf_4 > clkdlybuf4s50_1",
        "path_class": "primary input to output port",
        "slowest_delay_ns": 0.46,
        "crit_path_end_kind": "output port",
        "cp.depth": 10,
    },
    "global_route": {
        "overflow": 0,
        "grt_pass1_wl_microns": 50500,
        "grt_pass1_vias": 8328,
        "antenna_found_initial": 2,
        "grt_use_total_pct": 28.4,
        "grt_max_degree": 17,
    },
    "detailed_routing": {
        "wl_per_cell_microns": 20.5,
        "ant_nets": 0,
        "drcViolationCount": 0,
        "drtIter0Drc": 1246,
        "routed_via_density": 5.16,
        "firstDrtPassIters": 10,
        "routed_wl_microns": 35100,
        "route.top_layer_used": "met4",
        "antenna_cells": 0,
        "num_vias": 8850,
        "met2_length_microns": 13900,
        "met3_length_microns": 5370,
        "met1_length_microns": 12900,
    },
    "place": {
        "portBuffers": 96,
        "pre_cts_ws_ns": -0.316,
        "gp_congestion": 0.987,
        "hpwl_microns": 19100,
    },
    "run_status": {
        "violations": "negative setup slack",
        "status": "finished with violations",
    },
    "synth": {
        "netlist_area_sq_um": 7030,
        "syn_inst": 1124,
        "syn_avg_cell_area_sq_um": 6.25,
        "ys_cells": 1124,
        "synthTopCellsByArea": "xnor2_1, nand2_1, xor2_1",
        "common_cells": "nand2_1, xnor2_1, xor2_1, buf_2, buf_4",
        "yosysTopAreaCell": "xnor2_1",
        "netlist.area_leader.share_pct": 47.3,
        "yosys.cell_types.count": 9,
        "synth.most_common_cell": "nand2_1",
        "ys_area_sq_um": 7030,
        "yosys_warnings": 1,
        "ys_seq_share_pct": 0,
    },
    "min_path": {
        "min_from": "X[6]",
        "hold_depth": 7,
        "min_to": "ClmulResult[10]",
        "hold_class": "primary input to output port",
    },
    "power": {
        "power_density_nw_per_um2": 274,
        "leakage_uw": 0.00503,
        "max-vdd-ir-drop_uv": 162,
    },
    "flow_run": {
        "maxCapViolCount": 0,
        "log.warning_count": 33,
    },
    "floorplanning": {
        "io_pins": 96,
        "core_area_sq_um": 22800,
        "die_h_microns": 155,
        "rows": 55,
        "dieWidth_microns": 155,
        "initial_utilization_pct": 30.9,
        "die_area_sq_um": 24100,
    },
    "clocking": {
        "cts_hold_buf": 0,
    },
}
==> area by class of cell <==
type / instances / share of cell area [%]
timing repair buffer: 377 / 39.3
multi-input combinational: 1024 / 57.2
tap: 313 / 3.42
==> how the worst max path moves through the flow <==
stage | startpoint | slack [ns] | endpoint
CTS | X[17] | 0.0008 | ClmulResult[23]
global route | Y[21] | -0.11 | ClmulResult[23]
finish | X[3] | -0.04 | ClmulResult[23]
==> kinds of logic after synthesis <==
group | share of synthesized area, %
XOR/XNOR | 61.9
AND/OR/NAND/NOR | 28.2
buffers and inverters | 9.88
==> metrics by stage <==
| stage | cells | instance area, sq um | setup TNS, ns | power (uW) |
|---|---|---|---|---|
| floorplan | 1124 | 7030 | 0 | 1640 |
| global placement | 1601 | 9650 | -7.28 | 2950 |
| detailed placement | 1601 | 9650 | -7.05 | 2950 |
| CTS | 1702 | 11200 | 0 | 3070 |
| global route | 1714 | 11500 | -0.119 | 3350 |
| finish | 1714 | 11500 | -0.0435 | 3140 |
==> report_power, final <==
group / switching, uW / internal (uW)
combinational: 1330 / 1810
clock: 0 / 0
sequential: 0 / 0
==> placed cells by master (no fill, tap or decap), drive strengths merged <==
master | netlist | routed
and2 | 1 | 1
buf | 99 | 263
bufbuf | 0 | 26
clkbuf | 1 | 11
clkdlybuf4s15 | 0 | 18
clkdlybuf4s50 | 0 | 25
dlygate4sd2 | 0 | 28
dlymetal6s2s | 0 | 6
nand2 | 527 | 527
xnor2 | 381 | 381
xor2 | 115 | 115
==> layer usage <==
| metal | track usage, % | up-vias |
|---|---|---|
| met5 | 0.414 | - |
| met2 | 41.0 | 808 |
| li1 | - | 3856 |
| met3 | 10.3 | 278 |
| met1 | 36.2 | 3908 |
| met4 | 16.9 | 0 |
==> what timing repair did <==
item	4_1_cts	5_1_grt
buffers inserted	73	13
pin swaps	84	63
setup endpoints to repair	28	22
gates cloned	28	0
gates resized	130	73
Power figures rest on the tool's default switching activity, not on a simulated workload.
